===== design/flow/run.sh =====
#!/bin/bash
# OpenROAD 26Q1-2900-gdf79404cd8, Yosys 0.63+post, stock flow scripts
make -C /OpenROAD-flow-scripts/flow DESIGN_CONFIG=/design/flow/config.mk WORK_HOME=/design/flow/orfs finish

===== design/flow/config.mk =====
export PLATFORM = sky130hd
export DESIGN_NAME = mbUartT
export DESIGN_NICKNAME = mbUartT
export VERILOG_FILES = /design/flow/design.v
export SDC_FILE = /design/flow/constraint.sdc
export NUM_CORES = 4
export LEC_CHECK = 1
export CORE_AREA = 10 10 81 81
export DIE_AREA = 0 0 91 91

===== design/flow/constraint.sdc =====
current_design mbUartT

set clk_period 2.3
set clk_io_pct 0.2

create_clock -name clk0 -period $clk_period [get_ports {clk}]

set non_clock_inputs [all_inputs -no_clocks]
set_input_delay [expr $clk_period * $clk_io_pct] -clock clk0 $non_clock_inputs
set_output_delay [expr $clk_period * $clk_io_pct] -clock clk0 [all_outputs]

===== design/flow/design.v =====
module mbUartT(
    input clk,
    input rst_n,
    output bps_start, 
    input bps_flag,  
    input [7:0] data, 
    input       data_f, 
    output      send_finish,
    output uart_tx
);
reg[7:0] tx_data; 
reg bps_start_r; 
reg tx_en; 
reg[3:0] num;
reg send_finish_r; 
always @ (posedge clk or negedge rst_n)
	if(!rst_n) begin
		bps_start_r <= 1'bz;
		tx_en <= 1'b0;
		tx_data <= 8'b0;
		send_finish_r <= 0;
	end	
	else if(data_f) begin 
		bps_start_r <= 1'b1;
		tx_en <= 1'b1;
		tx_data <= data;
		send_finish_r <= 0;
	end
	else if(num == 4'd10) begin  
		tx_en <= 1'b0;
		tx_data <= 8'b0;
		send_finish_r <= 1'b1;
	end
    else if(send_finish_r == 1'b1)
        send_finish_r <= 0;  
	else begin
		bps_start_r <= bps_start_r;
		tx_en <= tx_en;
		tx_data <= tx_data;
		send_finish_r <= 0;
	end
assign bps_start = bps_start_r;
assign send_finish = send_finish_r;
reg uart_tx_r;
always @ (posedge clk or negedge rst_n)
	if(!rst_n) begin
		num <= 4'd0;
		uart_tx_r <= 1'b1;
	end
	else if(tx_en) begin
		if(bps_flag) begin
			num <= num + 1'b1;
			case (num)
				4'd0: uart_tx_r <= 1'b0;  
				4'd1: uart_tx_r <= tx_data[0];
				4'd2: uart_tx_r <= tx_data[1];
				4'd3: uart_tx_r <= tx_data[2];
				4'd4: uart_tx_r <= tx_data[3];
				4'd5: uart_tx_r <= tx_data[4];
				4'd6: uart_tx_r <= tx_data[5];
				4'd7: uart_tx_r <= tx_data[6];
				4'd8: uart_tx_r <= tx_data[7];
				4'd9: uart_tx_r <= 1'b1;  
				default: uart_tx_r <= 1'b1;
			endcase
		end
		else if(num == 4'd10)
			num <= 0;
	end
assign uart_tx = uart_tx_r;
endmodule

==> flow_metrics.env <==
# physical design summary
export IMPL_regToRegStartpoint="num[0]"
export IMPL_max_slew_margin=0.5162
export IMPL_syn_inst=83
export IMPL_cts_buffer_depth=2
export IMPL_setup_viol=0
export IMPL_path_buffers=1
export IMPL_ys_sh_mux=0.01863
export IMPL_grt_max_degree=20
export IMPL_r2r_end="uart_tx_r"
export IMPL_arrival_ns=1.25
export IMPL_yosysChipArea_sq_um=805.8
export IMPL_critPathCaptureType="primary output"
export IMPL_seq_area_sq_um=401.6
export IMPL_cts_tree="done"
export IMPL_ys_sh_xor=0.01087
export IMPL_fp_dieH_microns=91
export IMPL_r2r_setup_slack_ns=0.87
export IMPL_dp_hpwl_microns=1234
export IMPL_ys_sh_simple=0.2096
export IMPL_ys_cells=83
export IMPL_fin_cells=164
export IMPL_synth_area_sq_um=805.8
export IMPL_leakage_uw=0.0004382
export IMPL_gp_congestion=0.7757
export IMPL_die_area_sq_um=8281
export IMPL_busiest_layer="met1"
export IMPL_synth_flops=16
export IMPL_grt_pass1_vias=635
export IMPL_hold_path_end="bps_start_r"
export IMPL_grtUsageMet1=0.06285
export IMPL_h_tree_depth=1
export IMPL_vias=613
export IMPL_synthAdderAreaFrac=0.06211
export IMPL_portBuffers=14
export IMPL_post_place_ws_ns=0.6106
export IMPL_rsz0062_at_grt="false"
export IMPL_critPathMaxStageDelay_ns=0.53
export IMPL_power_density_nw_per_um2=931.3
export IMPL_rr_worst_depth=5
export IMPL_fin_ws_ns=0.5944
export IMPL_top_logic_kind="simple AND/OR/NAND/NOR gates"
export IMPL_overflow=0
export IMPL_worst_hold_slack_ns=0.4741
export IMPL_min_from="bps_start_r"
export IMPL_routed_wl_microns=1698
export IMPL_clk_pin_slew_ns=0.06
export IMPL_syn2layout_area_growth_pct=30.75
export IMPL_crit_path_max_fanout=2
export IMPL_whs_path_depth=1
export IMPL_cts_root_buf="clkbuf_8"
export IMPL_clkSinkCount=16
export IMPL_die_w_microns=91
export IMPL_hp_class="reg2reg"
export IMPL_fp_utilization=0.1673
export IMPL_fin_worst_skew_ns=0.002440
export IMPL_syn_avg_cell_area_sq_um=9.708
export IMPL_numCtsBuffers=3
export IMPL_path_class="reg2out"
export IMPL_cp_required_ns=1.84
export IMPL_irDropWorstVdd_uv=344.1
export IMPL_antenna_found_initial=0
export IMPL_drive_above_1_share=0.1031
export IMPL_fillerInstances=535
export IMPL_warnings=28
export IMPL_postCtsSetupBuffers=0
export IMPL_worst_slew_pin_slew_ns=0.7235
export IMPL_hold_viol=0
export IMPL_cts_resized=0
export IMPL_crit_slowest_cell="dfstp_2"
export IMPL_path_cells="clkdlybuf4s50_1"
export IMPL_worstSetupStartpointType="register"
export IMPL_synth_distinct_cells=29
export IMPL_antenna_left=0
export IMPL_drt_first_pass_iters=4
export IMPL_crit_family="flip-flops"
export IMPL_tns_ns=0
export IMPL_timing_fmax_mhz=586.3
export IMPL_outcome="finished clean"
export IMPL_core_sq_um=4817
export IMPL_drt_iter0_drc=30
export IMPL_vias_per_cell=3.738
export IMPL_n_antenna_cell=0
export IMPL_placed_cells=160
export IMPL_pin_count=15
export IMPL_grt_use_total=0.04331
export IMPL_slew_viol_final=0
export IMPL_ys_sh_aoi=0.1522
export IMPL_fin_crit_sh=0.7416
export IMPL_route_detailed_drc=0
export IMPL_routedWlPerCell_microns=10.35
export IMPL_maxCapViolCount=0
export IMPL_use_met3=0.01826
export IMPL_period_needed_ns=1.706
export IMPL_hold_buffers=0
export IMPL_final_util=0.2187
export IMPL_ys_seq_share=0.4984
export IMPL_logic_area_sq_um=365.4
export IMPL_use_met2=0.06205
export IMPL_std_cell_rows=25
export IMPL_grt_pass1_wl_microns=3042
export IMPL_synth_warnings=2
export IMPL_worstSkewPairLatency_ns=0.25
-- flip-flops by register name (all words and copies together), names as in the netlist --
signal	flops
tx_data	8
send_finish_r	1
num	4
tx_en	1
uart_tx_r	1
bps_start_r	1
-- worst max path at each step --
| stage | from | to | cells past startpoint |
|---|---|---|---|
| CTS | uart_tx_r | uart_tx | 1 |
| global route | uart_tx_r | uart_tx | 1 |
| finish | uart_tx_r | uart_tx | 1 |
-- cells in the mapped netlist (all sizes together) --
library cell / instances / area share
or2: 1 / 0.0078
nor4: 1 / 0.0078
a31o: 1 / 0.011
a22o: 1 / 0.011
buf: 3 / 0.034
o21ai: 13 / 0.085
a31oi: 1 / 0.0078
nand4: 1 / 0.0078
a22oi: 1 / 0.0093
a21oi: 1 / 0.0062
xnor2: 1 / 0.011
dfstp: 1 / 0.033
and3b: 1 / 0.012
mux2: 1 / 0.019
clkbuf: 1 / 0.0047
nor3: 1 / 0.0062
dfrtp: 15 / 0.47
nor2: 1 / 0.0047
a32o: 1 / 0.012
a21o: 1 / 0.0093
nand3b: 3 / 0.033
inv: 2 / 0.0093
nand3: 4 / 0.025
nor2b: 1 / 0.0078
nand2: 21 / 0.098
ha: 4 / 0.062
-- placed cells by master (no fill, tap or decap) --
cell             count
nand3_1              4
or2_2                1
a21o_1               1
dfrtp_1             15
nor3_1               1
clkbuf_8             4
a22oi_1              1
nor2_1               1
xnor2_1              1
mux2_4               1
and3b_2              1
nand3b_2             1
nor2b_1              1
ha_1                 4
nand3b_1             2
nand4_1              1
dfstp_2              1
o21ai_2              1
a31o_1               1
a22o_1               1
a21oi_1              1
clkdlybuf4s50_1     14
a31oi_1              1
o21ai_0             12
a32o_1               1
nand2_1             21
inv_1                2
nor4_1               1
-- per-layer routing --
| metal | vias up | wire length (microns) |
|---|---|---|
| met2 | 16 | 688 |
| met3 | 2 | 97 |
| met1 | 276 | 904 |
| met5 | - | 0 |
| met4 | 0 | 6 |
| li1 | 319 | - |
-- where the power goes --
part / leakage, uW / switching [uW] / internal (uW) / total (uW)
clock network: 0.0000288 / 96.5 / 152 / 248
logic: 0.000221 / 126 / 163 / 289
registers: 0.000189 / 96.1 / 348 / 444
-- through the flow --
| step | cell area (sq um) | total power [uW] |
|---|---|---|
| 3_3_place_gp | 998.5 | 736.8 |
| 6_report | 1054 | 981.1 |
| 4_1_cts | 1054 | 995.0 |
| 2_1_floorplan | 805.8 | 671.4 |
| 5_1_grt | 1054 | 1061 |
| 3_5_place_dp | 998.5 | 736.6 |
-- kinds of logic (layout without fill, tap and decap cells) --
kind of cell | after synthesis | count (layout)
simple gates | 35 | 35
compound gates | 20 | 20
flops | 16 | 16
buf+inv | 6 | 20
fa+ha+maj | 4 | 4
xor+xnor | 1 | 1
mux | 1 | 1
-- layout make-up --
cell class,instances,area share
inverters,2,0.007126
clock buffers,4,0.05226
multi-input cells,61,0.3468
flip-flops and latches,16,0.3812
well taps,67,0.07957
repair buffers,14,0.1330
No activity file was given, so power comes from the tool's default toggle rates.

### flow/config.mk
export PLATFORM = sky130hd
export DESIGN_NAME = mbUartR
export DESIGN_NICKNAME = mbUartR
export VERILOG_FILES = /design/flow/design.v
export SDC_FILE = /design/flow/constraint.sdc
export NUM_CORES = 4
export LEC_CHECK = 1
export CORE_UTILIZATION = 30
### flow/constraint.sdc
current_design mbUartR

set clk_period 4.2
set clk_io_pct 0.2

create_clock -name clk0 -period $clk_period [get_ports {clk}]

set non_clock_inputs [all_inputs -no_clocks]
set_input_delay [expr $clk_period * $clk_io_pct] -clock clk0 $non_clock_inputs
set_output_delay [expr $clk_period * $clk_io_pct] -clock clk0 [all_outputs]
### flow/design.v
module mbUartR(
    input   clk, 
	input   rst_n, 
	input   uart_rxd, 
	output reg       uart_done, 
	output reg [7:0] uart_data
);
parameter   CLK_FREQ = 50000000; 
parameter   UART_BPS = 115200;
localparam  BPS_CNT = CLK_FREQ/UART_BPS; 
reg uart_rxd_d0;
reg uart_rxd_d1;
always @(posedge clk or negedge rst_n) begin
	if (!rst_n) begin
		uart_rxd_d0 <= 1'b0;
		uart_rxd_d1 <= 1'b0;
	end
	else begin
		uart_rxd_d0 <= uart_rxd;
		uart_rxd_d1 <= uart_rxd_d0;
	end
end
wire start_flag;
assign start_flag = uart_rxd_d1 & (~uart_rxd_d0); 
reg [15:0] clk_cnt;
reg [ 3:0] rx_cnt;
reg rx_flag; 
always @(posedge clk or negedge rst_n) begin
	if (!rst_n)
		rx_flag <= 1'b0;
	else begin
		if(start_flag) 
		    rx_flag <= 1'b1; 
		else if((rx_cnt == 4'd9)&&(clk_cnt == BPS_CNT/2))
		    rx_flag <= 1'b0; 
		else
		    rx_flag <= rx_flag;
	end
end
always @(posedge clk or negedge rst_n) begin
	if (!rst_n) begin
		clk_cnt <= 16'd0;
		rx_cnt <= 4'd0;
	end
	else if (rx_flag) begin 
		if (clk_cnt < BPS_CNT - 1) begin
			clk_cnt <= clk_cnt + 1'b1;
			rx_cnt <= rx_cnt;
		end
		else begin
			clk_cnt <= 16'd0; 
			rx_cnt <= rx_cnt + 1'b1; 
		end
	end
	else begin 
		clk_cnt <= 16'd0;
		rx_cnt <= 4'd0;
	end
end
reg [ 7:0] rxdata;
always @(posedge clk or negedge rst_n) begin
	if (!rst_n)
		rxdata <= 8'd0;
	else if(rx_flag)
		if (clk_cnt == BPS_CNT/2) begin 
			case ( rx_cnt )
				4'd1 : rxdata[0] <= uart_rxd_d1; 
				4'd2 : rxdata[1] <= uart_rxd_d1;
				4'd3 : rxdata[2] <= uart_rxd_d1;
				4'd4 : rxdata[3] <= uart_rxd_d1;
				4'd5 : rxdata[4] <= uart_rxd_d1;
				4'd6 : rxdata[5] <= uart_rxd_d1;
				4'd7 : rxdata[6] <= uart_rxd_d1;
				4'd8 : rxdata[7] <= uart_rxd_d1; 
			default:;
			endcase
		end
		else
			rxdata <= rxdata;
	else
		rxdata <= rxdata;
end
reg[3:0] rx_cnt_r;
always @(posedge clk or negedge rst_n) 
	if (!rst_n) 
		rx_cnt_r <= 4'b0;
	else
		rx_cnt_r <= rx_cnt;
always @(posedge clk or negedge rst_n) begin
	if (!rst_n) begin
		uart_data <= 8'd0;
		uart_done <= 1'b0;
	end
	else if((rx_cnt == 4'd0) && (rx_cnt_r == 4'd9)) begin 
		uart_data <= rxdata;
		uart_done <= 1'b1;
	end
	else begin
		uart_data <= 8'd0;
		uart_done <= 1'b0;
	end
end
endmodule
### flow/run.sh
#!/bin/bash
# OpenROAD 26Q1-2900-gdf79404cd8, Yosys 0.63+post, stock flow scripts
make -C /OpenROAD-flow-scripts/flow DESIGN_CONFIG=/design/flow/config.mk WORK_HOME=/design/flow/orfs finish
==> impl_metrics.py <==
# Synthesis and PnR figures
metrics = {
    "critical_path": {
        "cp_data_required_time_ns": 4.38,
        "max_stage_delay_ns": 0.54,
        "cp-start-kind": "flop",
        "cp_slowest_cell": "dfrtp_1",
        "cp_max_fo": 11,
        "reg2reg_slack_ns": 2.06,
        "end_kind": "flop",
        "crit_type": "flop to flop",
        "path_cells": "or4b_4, nor4_4, nand3_1, mux2_1",
        "cp.arrival_ns": 2.32,
    },
    "power_and_ir_drop": {
        "pwr-share-comb": 0.113,
        "finalPower_uw": 983,
        "seq_power_share": 0.513,
        "p_int_uw": 751,
        "p_switching_uw": 232,
        "peakVddDrop_v": 0.000236,
        "switching_share": 0.236,
        "powerDensity_nw_per_um2": 455,
        "clkPwrFrac": 0.374,
        "leakage_uw": 0.000963,
    },
    "clock_tree": {
        "cts_tree": "built",
        "ctsHoldBuffers": 0,
        "clock_latency_ns": 0.29,
        "cts_buffers": 5,
        "htreeDepth": 2,
        "cts.sink_count": 44,
        "cts_resized": 0,
        "clk_pin_slew_worst_paths_ns": 0.08,
        "cts_setup_buffers": 0,
        "cts.path.max_buffers": 2,
        "clock-root-buffer": "clkbuf_8",
    },
    "floorplanning": {
        "die_x_um": 79.7,
        "io_pins": 12,
        "rows": 27,
        "fp.dieH_um": 79.7,
        "die-area_sq_um": 6350,
        "core-area_sq_um": 5680,
        "initial_core_util": 0.319,
    },
    "drt": {
        "vias": 1079,
        "drt_iter0_markers": 76,
        "firstDrtPassIters": 4,
        "antenna-diode-count": 0,
        "wl_per_cell_um": 11.1,
        "drcViolationCount": 0,
        "wl_um": 2690,
        "vias_per_cell": 4.44,
        "drtAntennaViolNets": 0,
    },
    "place": {
        "io_buffers": 11,
        "gp_congestion": 0.752,
        "place_hpwl_um": 1810,
        "dp.cells": 236,
    },
    "logic_synthesis": {
        "yosys_most_used_dff": "dfrtp_1",
        "ys_cells": 148,
        "top_cell_area_share": 0.609,
        "postSynthCellCount": 148,
        "yosysTopAreaCell": "dfrtp_1",
        "ys.flops": 44,
        "yosys_area_sq_um": 1810,
        "topCellsByArea": "dfrtp_1, ha_1, mux2_1, nand3_1, and2_1",
        "async_flop_share": 1.00,
        "yosys.stat.seqShare": 0.609,
        "common_cells": "dfrtp_1, nor2_1, nand3_1",
        "edf_count": 0,
        "ys_types": 31,
        "synth_top_cell_by_count": "dfrtp_1",
        "synth_area_per_cell_sq_um": 12.2,
        "syn_area_sq_um": 1810,
        "synth_warnings": 1,
    },
    "timing": {
        "holdWs_ns": 0.410,
        "finalClockSkew_ns": 0.00742,
        "slew_headroom": 0.641,
        "max_clock_freq_mhz": 467,
        "setup-tns-final_ns": 0,
        "final_max_slew_viol_count": 0,
        "rsz0062_at_grt": "false",
        "layout_worst_path_cycle_share": 0.510,
        "finalSetupViolCount": 0,
        "worst_pin_slew_ns": 0.538,
        "min_period_ns": 2.14,
        "hold_viol_final": 0,
    },
    "worst_hold_path": {
        "hold_path_class": "flop to flop",
    },
    "global_route": {
        "grt_pass1_wl_um": 4890,
        "grt_pass1_vias": 1055,
        "grt_max_degree": 45,
        "grt_overflow": 0,
        "grt_usage": 0.101,
        "antenna_found_initial": 0,
    },
    "finish": {
        "nFillCells": 554,
        "final_cells": 243,
        "drive_above_1_share": 0.0819,
        "syn_to_final_growth_pct": 19.4,
    },
    "outcome": {
        "status": "finished, final reports clean",
    },
    "job": {
        "warnings": 30,
        "cap_violations": 0,
    },
}
==> critical path, delay by kind of cell (launching register included) <==
kind	cells	cell delay, ns
mux	1	0.33
flops	1	0.54
simple gates	3	1.16
==> cells in the final DEF, fill, tap and decap left out <==
master           instances
a21boi_0                 1
o31ai_1                  1
conb_1                   7
nor2_1                  13
buf_4                    2
nor4b_1                  2
buf_2                    1
clkdlybuf4s50_1         10
nand4b_1                 2
mux2_1                   7
nor4_1                   1
or4_1                    1
nand2b_1                 3
nor3_1                   2
bufinv_16                2
xor2_1                   2
ha_1                     7
or4b_4                   2
nand2_1                  7
clkbuf_8                 5
xnor2_1                  5
nor4_4                   1
or3_1                    1
o21ai_0                  3
or4_4                    1
nor2b_1                  1
a41o_1                   1
dfrtp_1                 44
and3b_1                  1
and2_1                   9
mux2i_1                  2
nand4_1                  2
nand3_1                 12
a21oi_1                  4
inv_1                    6
==> cell families (layout without fill, tap and decap cells) <==
| group | after synthesis | in the layout | synth area share |
|---|---|---|---|
| other | 1 | 7 | 0.00207 |
| and+or+nand+nor | 61 | 61 | 0.201 |
| muxes | 9 | 9 | 0.0546 |
| buffers and inverters | 9 | 26 | 0.0187 |
| AOI/OAI and AO/OA | 10 | 10 | 0.0332 |
| adders and majority gates | 7 | 7 | 0.0484 |
| DFF | 44 | 44 | 0.609 |
| xor gates and xnor gates | 7 | 7 | 0.0339 |
==> metrics by stage <==
| stage | cell area (sq um) | setup WS (ns) | utilization |
|---|---|---|---|
| floorplan | 1830 | 2.30 | - |
| global placement | 2030 | 2.10 | 0.358 |
| detailed placement | 2030 | 2.09 | 0.358 |
| CTS | 2160 | 2.07 | 0.381 |
| global route | 2160 | 1.96 | 0.381 |
| finish | 2160 | 2.06 | 0.381 |
==> registers in the layout (all words and copies together), names as in the netlist <==
signal and count:
uart_done 1, clk_cnt 16, uart_rxd_d0 1, uart_data 8, rxdata 8, rx_flag 1
uart_rxd_d1 1, rx_cnt 4, rx_cnt_r 4
==> layer usage <==
metal  global-route usage  up-vias  share of wire
met5                    0        -              0
met4               0.0164        0          0.018
met3               0.0371        5          0.049
met2                0.142       24           0.43
met1                0.155      508           0.50
li1                     -      542              -
==> cell type report <==
type | instances | area (sq um) | share of cell area
inverter | 6 | 22.5 | 0.0104
clock buffer | 5 | 68.8 | 0.0319
timing repair buffer | 13 | 120 | 0.0556
tap | 72 | 90.1 | 0.0417
multi-input combinational | 101 | 697 | 0.323
sequential | 44 | 1100 | 0.510
clock inverter | 2 | 60.1 | 0.0278
==> power by group through the flow <==
stage         logic [uW]  clock network (uW)  registers [uW]
finish               111                 367             504
CTS                  113                 380             504
global route         128                 401             511
==> worst paths after layout <==
path                                            start                     end  cells past startpoint
worst max-delay path              rx_flag$_DFFE_PN0P_   rxdata[0]$_DFFE_PN0P_                      4
worst min-delay path            uart_rxd_d0$_DFF_PN0_   uart_rxd_d1$_DFF_PN0_                      0
worst max register to register    rx_flag$_DFFE_PN0P_   rxdata[0]$_DFFE_PN0P_                      4
worst min register to register  uart_rxd_d0$_DFF_PN0_   uart_rxd_d1$_DFF_PN0_                      0
max in group asynchronous                       rst_n    clk_cnt[1]$_DFF_PN0_                      2
min in group asynchronous                       rst_n  uart_data[2]$_DFF_PN0_                      2
No activity file was given, so power comes from the tool's default toggle rates.

File: flow/design.v
module regm(
	input			sys_clk,
	input			sys_rst,	
	input			store_data_f,  
	input 	[39:0]	store_data,  
	input			req_id_f,  
	input	[7:0]	req_id,  
	output  [31:0]	req_data, 
	output  		req_data_f
);
reg [7:0] in_req_id;
always @ (posedge sys_clk or negedge sys_rst) begin
	if(!sys_rst)
		in_req_id <=  8'b0000_0000;
	else if(req_id_f)
		in_req_id <=  req_id;
	else
		in_req_id <=  in_req_id;
end
reg [1:0] dly_cnt;
wire dly_end = (dly_cnt == 2'b10);
reg dly_cnt_f;
always @ (posedge sys_clk or negedge sys_rst) begin
	if(!sys_rst) begin
		dly_cnt_f <= 1'b0;
	end
	else if(req_id_f) begin
		dly_cnt_f <= 1'b1;
	end
	else if(dly_end)
		dly_cnt_f <= 1'b0;
	else;
end
always @ (posedge sys_clk or negedge sys_rst) begin
	if(!sys_rst) begin
		dly_cnt <= 1'b0;
	end
	else begin
		if (req_id_f)
			dly_cnt <= 2'b00;
		else begin
			if(dly_cnt_f)
				dly_cnt <= dly_cnt + 2'b1;
			else
				dly_cnt <= 2'b00;
		end
	end
end
reg [31:0] reg_data_00;
reg [31:0] reg_data_01;
reg [31:0] reg_data_02;
reg [31:0] reg_data_03;
reg [31:0] reg_data_04;
reg [31:0] reg_data_05;
reg [31:0] reg_data_06;
reg [31:0] reg_data_07;
always @ (posedge sys_clk or negedge sys_rst) begin
	if(!sys_rst) begin
		reg_data_00 <= 32'h0000_0000;
		reg_data_01 <= 32'h0000_0000;
		reg_data_02 <= 32'h0000_0000;
		reg_data_03 <= 32'h0000_0000;
		reg_data_04 <= 32'h0000_0000;
		reg_data_05 <= 32'h0000_0000;
		reg_data_06 <= 32'h0000_0000;
		reg_data_07 <= 32'h0000_0000;
	end
	else if(store_data_f) begin
		case (store_data[39:32])
			8'h00: reg_data_00 <= store_data[31:0];
			8'h01: reg_data_01 <= store_data[31:0];
			8'h02: reg_data_02 <= store_data[31:0];
			8'h03: reg_data_03 <= store_data[31:0];
			8'h04: reg_data_04 <= store_data[31:0];
			8'h05: reg_data_05 <= store_data[31:0];
			8'h06: reg_data_06 <= store_data[31:0];
			8'h07: reg_data_07 <= store_data[31:0];
			default:;
		endcase	
	end
end
reg [31:0]  inner_req_data;
reg 		inner_req_data_f;
always @ (posedge sys_clk or negedge sys_rst) begin
	if(!sys_rst) begin
		inner_req_data 		<= 32'h0000_0000;
		inner_req_data_f 	<= 1'b0;
	end
	else begin
		if (dly_end) begin
			inner_req_data_f <= 1'b1;
			case (in_req_id)
				8'h00: inner_req_data <= reg_data_00;
				8'h01: inner_req_data <= reg_data_01;
				8'h02: inner_req_data <= reg_data_02;
				8'h03: inner_req_data <= reg_data_03;
				8'h04: inner_req_data <= reg_data_04;
				8'h05: inner_req_data <= reg_data_05;
				8'h06: inner_req_data <= reg_data_06;
				8'h07: inner_req_data <= reg_data_07;
				default: inner_req_data <= 32'h0000_0000;
			endcase
		end
		else begin
			inner_req_data_f <= 1'b0;
		end
	end
end
assign  req_data = inner_req_data;
assign 	req_data_f = inner_req_data_f;
endmodule
File: flow/run.sh
#!/bin/bash
# OpenROAD 26Q1-2900-gdf79404cd8, Yosys 0.63+post, stock flow scripts
make -C /OpenROAD-flow-scripts/flow DESIGN_CONFIG=/design/flow/config.mk WORK_HOME=/design/flow/orfs finish
File: flow/config.mk
export PLATFORM = sky130hd
export DESIGN_NAME = regm
export DESIGN_NICKNAME = regm
export VERILOG_FILES = /design/flow/design.v
export SDC_FILE = /design/flow/constraint.sdc
export NUM_CORES = 4
export LEC_CHECK = 1
export CORE_UTILIZATION = 30
File: flow/constraint.sdc
current_design regm

set clk_period 8.1
set clk_io_pct 0.2

create_clock -name clk0 -period $clk_period [get_ports {sys_clk}]

set non_clock_inputs [all_inputs -no_clocks]
set_input_delay [expr $clk_period * $clk_io_pct] -clock clk0 $non_clock_inputs
set_output_delay [expr $clk_period * $clk_io_pct] -clock clk0 [all_outputs]
==> impl_metrics.ini <==
; physical design summary
[run_status]
status = finished, final reports clean

[critical_path]
cp.required_ns = 8.53
r2r-start = in_req_id[0]
startpoint = store_data[35]
cp_max_fo = 32
cp-end-kind = flop
critPathKind = input port to flop
crit_path_start_kind = input port
worst_ep_arrival_time_ns = 3.90

[cts]
numClockSinks = 300
holdBufCountCts = 0
cts_buffers = 30
clkLatencyLatePin_ns = 0.56
cts_setup_buffers = 0
clockBufferDepth = 3
cts_root_buffer = clkbuf_16
cts.clk_slew.worst_paths_ns = 0.06
cts_tree = done
htreeDepth = 1
cts_resized = 0

[final_layout]
drive_gt1_frac = 0.290
layout_top_cells = dfrtp_1 (299), mux2_2 (210), mux2i_1 (128)
final_cells = 1590
area_growth_pct = 18.5
lay_top_count = dfrtp_1
design_area_um2 = 15600

[detailed_routing]
vias = 7519
drc = 0
drt_wl_total_um = 28700
firstDrtPassIters = 4
drt_iter0_drc = 307
vias_per_cell = 4.73
drt-wirelength-per-cell_um = 18.0
ant_nets = 0

[floorplanning]
io-pin-count = 85
core_um2 = 43200
fp-row-count = 76
fp.dieH_um = 211
die-area_um2 = 44700
fp_util = 0.305
dieWidth_um = 211

[grt]
grt_pass1_wl_um = 47200
antenna_found_initial = 1
grt_use_total = 0.139
grt_overflow_total = 0
grt_max_degree = 118
grt_pass1_vias = 8012

[hold_path]
hold_class = flop to flop
hold_start = dly_cnt[0]

[sta]
holdWs_ns = 0.434
min_period_ns = 3.46
setup-tns-final_ns = 0
period_used_share = 0.428
tightest_slew_ns = 0.729
grt_setup_unrepaired = no
slew_headroom = 0.514
finalSetupViolCount = 0
max_clock_freq_mhz = 289
final_max_slew_viol_count = 0
hold_viol_final = 0
fin_skew_ns = 0.00612

[synthesis]
async_reset_ff_frac = 1.00
ys_seq_frac = 0.571
yosysWarnings = 1
ys_area_um2 = 13200
avgSynthCellArea_um2 = 14.5
edf_count = 0
synthCells = 910
syn-cell-area_um2 = 13200
synthFlopType = dfrtp_1
synth-seq-cells = 300
ys_types = 31
yosys-stat-cells = 910

[place]
dp_hpwl_um = 16200
place_congestion = 0.721
place_inst = 1533
port_buffers = 84
dpl_cell_area_um2 = 14500

[power]
ir_worst_vdd_v = 0.000164
total_power_w = 0.00332
p_per_area_nw_per_um2 = 213
power_leakage_nw = 7.43

[run]
max-cap-violations = 0
warning_count = 27
==> sequential cells by signal, indices dropped and copies added (netlist names) <==
signal / cells
dly_cnt: 2
dly_cnt_f: 1
in_req_id: 8
inner_req_data: 32
inner_req_data_f: 1
reg_data_00: 32
reg_data_01: 32
reg_data_02: 32
reg_data_03: 32
reg_data_04: 32
reg_data_05: 32
reg_data_06: 32
reg_data_07: 32
==> path summary, 6_finish.rpt <==
check / depth (start not counted) / slack, ns / to
hold / removal: 1 / 0.43 / dly_cnt[0]
min in group asynchronous: 1 / 1.02 / reg_data_01[3]
setup reg to reg: 5 / 5.76 / inner_req_data[25]
setup / recovery: 5 / 4.64 / reg_data_03[2]
hold reg to reg: 1 / 0.43 / dly_cnt[0]
max in group asynchronous: 3 / 5.31 / reg_data_02[20]
==> cell families after synthesis <==
group           Yosys count  synth area share
compound gates           97            0.0523
fa+ha+maj                 1          0.000951
buf+inv                  65            0.0281
flops                   300             0.571
mux                     392             0.323
simple gates             55            0.0247
==> report_power, final <==
part / leakage, nW / internal (W) / total [W] / switching (W)
Clock: 0.526 / 0.000865 / 0.00143 / 0.000563
Sequential: 4.12 / 0.00157 / 0.00161 / 0.0000389
Combinational: 2.79 / 0.000129 / 0.000285 / 0.000156
==> cell usage after synthesis (2+ instances only) <==
cell,number,area (µm²)
nand2b_1,3,18.8
o22ai_1,64,400
clkbuf_1,22,82.6
o2bb2ai_1,32,280
nor2_1,35,131
mux2i_1,128,1280
nand2_1,2,7.51
nand3b_4,2,40.0
mux2_2,210,2360
buf_4,17,128
buf_2,19,95.1
dfrtp_1,300,7510
mux2_1,54,608
buf_6,5,56.3
==> stage by stage <==
stage	utilization	worst slack, ns
global route	0.361	4.49
detailed placement	0.337	4.03
CTS	0.361	4.62
finish	0.361	4.64
floorplan	-	5.01
global placement	0.337	4.05
==> layout make-up <==
class / instances / area [µm²]
sequential: 300 / 7510
clock inverter: 5 / 50.0
multi-input combinational: 545 / 5300
inverter: 2 / 7.51
tap: 585 / 732
fill: 4106 / 27600
antenna: 1 / 2.50
timing repair buffer: 101 / 986
clock buffer: 51 / 1000
==> worst max-delay path: stages <==
cell and delay (ns):
clkdlybuf4s50_1 0.41, nor4_2 0.33, and3_1 0.44, nand3b_4 0.56, mux2_1 0.52
==> per-layer routing <==
metal,share of wire,routed length (µm),track usage
met1,0.46,13100,0.203
met2,0.48,13900,0.227
met3,0.045,1280,0.0247
met4,0.017,473,0.0237
met5,0,0,0
No activity file was given, so power comes from the tool's default toggle rates.
